<file path="flow/config.mk">
export PLATFORM = sky130hd
export DESIGN_NAME = GameController
export DESIGN_NICKNAME = GameController
export VERILOG_FILES = /design/flow/design.v
export SDC_FILE = /design/flow/constraint.sdc
export NUM_CORES = 4
export LEC_CHECK = 1
export CORE_UTILIZATION = 40
</file>
<file path="flow/constraint.sdc">
current_design GameController

set clk_period 23.7
set clk_io_pct 0.2

create_clock -name clk0 -period $clk_period [get_ports {clk}]
create_clock -name clk1 -period $clk_period [get_ports {clk_frame}]

set non_clock_inputs [all_inputs -no_clocks]
set_input_delay [expr $clk_period * $clk_io_pct] -clock clk0 $non_clock_inputs
set_output_delay [expr $clk_period * $clk_io_pct] -clock clk0 [all_outputs]
</file>
<file path="flow/design.v">
`timescale 1ns / 1ps
module GameController(
    input clk, 
    input clk_frame, 
    input [1:0] over, 
    input retry, 
    input [8:0] cy, 
    input [9:0] cx, 
    input [8:0] row_addr, 
    input [9:0] col_addr, 
    output rstn, 
    output [11:0] mask
    );
    localparam MAX_RADIUS = 640;
    reg [1:0] zoom_state = 2'b11;  
    reg [9:0] radius = 0;
    reg [2:0] init_ticks = 3'b111;
    assign rstn = ~&init_ticks;
    wire [19:0] x_sqr = (col_addr - cx) * (col_addr - cx);
    wire [19:0] y_sqr = (row_addr - cy) * (row_addr - cy);
    wire [19:0] radius_sqr = radius * radius;
    assign mask = zoom_state == 2'b01 ? 12'hFFF : 
         (x_sqr + y_sqr <= radius_sqr ? 12'hFFF : 12'h0);
    always @(posedge clk) begin
			if (~&init_ticks) init_ticks = init_ticks + 1'b1;
			if (&zoom_state) init_ticks = 3'b0;
    end
    always @(posedge clk_frame) begin
        case (zoom_state)
            2'b10: begin  
                radius = radius - 1'b1;
                if (~|radius) begin
                    zoom_state = 2'b11;
                end
            end
            2'b11: begin  
                radius = radius + 1'b1;
                if (radius == MAX_RADIUS) begin
                    zoom_state = 2'b01;
                end
            end
        endcase
        if ((over[1] | retry) & zoom_state == 2'b01) begin
            zoom_state = 2'b10;
        end
    end
endmodule
</file>
<file path="flow/run.sh">
#!/bin/bash
# OpenROAD 26Q1-2900-gdf79404cd8, Yosys 0.63+post, stock flow scripts
make -C /OpenROAD-flow-scripts/flow DESIGN_CONFIG=/design/flow/config.mk WORK_HOME=/design/flow/orfs finish
</file>
==> flow.log <==
[report] extracting results
INFO  metric run_status = complete, no violations
INFO  metric ys_chip_area = 0.0120 sq mm
INFO  metric cp-startpoint = col_addr[0]
INFO  metric synthesis.instances = 1330
INFO  metric finalClockSkew = 0.00281 ns
INFO  metric yosys.cell_types.count = 65
INFO  metric routed_via_density = 4.74
INFO  metric synth-edff-count = 10
INFO  metric reg2reg_slack = 21.33 ns
INFO  metric detail_route.iter0.violations = 285
INFO  metric drive_above_1_share = 0.0301
INFO  metric last_weighted_congestion_value_of_the_routability_driven_placer = 0.884
INFO  metric first_pass_grt_wire_length = 40.7 mm
INFO  metric antenna_cells = 0
INFO  metric row_count = 63
INFO  metric number_of_vias_in_the_routed_layout = 8304
INFO  metric place_inst = 1743
INFO  metric ys_cells = 1330
INFO  metric cp_data_arrival_time = 14.83 ns
INFO  metric timing.slew.headroom = 0.409
INFO  metric final_cells = 1751
INFO  metric post_cts_resize_count = 0
INFO  metric slowest_delay = 0.62 ns
INFO  metric synth-seq-cells = 15
INFO  metric design.die.area = 0.0307 sq mm
INFO  metric grt_max_degree = 20
INFO  metric detail-route-antenna-nets = 0
INFO  metric slowest_stage = sky130_fd_sc_hd__fa_1
INFO  metric synth.yosys.warnings = 1
INFO  metric async_set_or_reset_register_ratio_after_synthesis = 0
INFO  metric detailed_route_wl = 22.6 mm
INFO  metric ff2ff_path_depth = 6
INFO  metric worst-path-stages = 42
INFO  metric crit_path_end = mask[7]
INFO  metric chipWidth = 175 microns
INFO  metric io-pin-count = 56
INFO  metric area_growth = 8.56%
INFO  metric core-area = 0.0296 sq mm
INFO  metric detail_route.drc_violations = 0
INFO  metric required = 18.96 ns
INFO  metric antenna_found_initial = 0
INFO  metric slew_viol_final = 0
INFO  metric end_kind = output pin
INFO  metric timing.critical_path.from_type = primary input
INFO  metric critPathMostFrequentCell = sky130_fd_sc_hd__fa_1
INFO  metric cts.clk_slew.worst_paths = 0.03 ns
INFO  metric critPathMaxFanout = 12
INFO  metric grt_overflow_total = 0
INFO  metric top_family_by_delay_on_critical_path = adder cells
INFO  metric wl_per_cell = 12.9 microns
INFO  metric avgSynthCellArea = 9.03 sq um
INFO  metric final_layout_top_logic_cell = sky130_fd_sc_hd__inv_1
INFO  metric first_pass_iters = 4
INFO  metric worst-path-buf-inv = 10
INFO  metric mappedNetlistArea = 0.0120 sq mm
INFO  metric setup-violations-final = 0
INFO  metric post_cts_buffers = 0
INFO  metric max_slew.worst_pin.slew = 0.882 ns
INFO  metric ys.flop_type = sky130_fd_sc_hd__edfxtp_1
INFO  metric port_buffers = 53
INFO  metric drv_cap = 0
INFO  metric holdCritPathClass = flop to flop
INFO  metric clock-sinks = 15
INFO  metric grt_util_all_layers = 0.171
INFO  metric nFillCells = 2867
INFO  metric timing.rr.start = radius[0]$_DFFE_PN_
INFO  metric hold_viol = 0
INFO  metric worst_setup_path_class = primary input to output pin
INFO  metric dp.final_hpwl = 20.3 mm
INFO  metric setup_tns = 0 ns
INFO  metric tritoncts_clock_tree = yes
INFO  metric cts_hold_repair.buffers = 0
INFO  metric fp_util = 0.406
INFO  metric rr_endpoint = zoom_state[1]$_SDFF_PP1_
INFO  metric layout.cells.most_common_list = sky130_fd_sc_hd__inv_1 (350), sky130_fd_sc_hd__fa_1 (252), sky130_fd_sc_hd__ha_1 (152)
INFO  metric grt_pass1_vias = 8577
INFO  metric warnings = 35
INFO  metric grt_setup_unrepaired = no
INFO  metric die_y = 175 microns
INFO  metric seq_area_frac_synth = 0.0334
[cells by family (layout without fill, tap and decap cells)]
logic type,after synthesis,count (layout),share of synthesized area
compound gates,132,132,0.0739
xor+xnor,84,84,0.0625
fa+ha+maj,404,404,0.579
buf+inv,393,424,0.128
flops,15,15,0.0334
mux,7,7,0.00594
simple gates,295,295,0.117
[cell type report]
type | count | area [sq um] | share of cell area
clock buffers | 8 | 158 | 0.0121
multi-input cells | 922 | 10100 | 0.772
well taps | 390 | 488 | 0.0374
repair buffers | 61 | 591 | 0.0453
inverters | 355 | 1330 | 0.102
flip-flops and latches | 15 | 400 | 0.0307
[registers in the layout, indices dropped and copies added (netlist names)]
| register | count |
|---|---|
| radius | 10 |
| init_ticks | 3 |
| zoom_state | 2 |
[synthesized netlist by cell type, types with 8 or more instances]
master,count,area share
sky130_fd_sc_hd__o21ai_1,10,0.0042
sky130_fd_sc_hd__buf_2,8,0.0033
sky130_fd_sc_hd__nor2_1,82,0.026
sky130_fd_sc_hd__o21a_1,8,0.0050
sky130_fd_sc_hd__or2_2,8,0.0042
sky130_fd_sc_hd__nor2b_1,15,0.0078
sky130_fd_sc_hd__a21oi_1,35,0.015
sky130_fd_sc_hd__and2_1,33,0.017
sky130_fd_sc_hd__ha_1,152,0.16
sky130_fd_sc_hd__o21ai_0,19,0.0079
sky130_fd_sc_hd__clkbuf_1,15,0.0047
sky130_fd_sc_hd__inv_1,350,0.11
sky130_fd_sc_hd__o21bai_1,9,0.0056
sky130_fd_sc_hd__nand2_1,97,0.030
sky130_fd_sc_hd__edfxtp_1,10,0.025
sky130_fd_sc_hd__a21o_1,21,0.013
sky130_fd_sc_hd__or3_1,8,0.0042
sky130_fd_sc_hd__fa_1,252,0.42
sky130_fd_sc_hd__xor2_1,23,0.017
sky130_fd_sc_hd__buf_4,11,0.0069
sky130_fd_sc_hd__xnor2_1,59,0.043
sky130_fd_sc_hd__nor3_1,15,0.0063
[worst min-delay path by stage]
stage | cells past startpoint | slack [ns] | startpoint | end
after CTS | 2 | 0.51 | init_ticks[1]$_SDFFE_PP0N_ | init_ticks[1]$_SDFFE_PP0N_
after global routing | 2 | 0.55 | init_ticks[2]$_SDFFE_PP0N_ | init_ticks[2]$_SDFFE_PP0N_
final | 2 | 0.50 | init_ticks[1]$_SDFFE_PP0N_ | init_ticks[1]$_SDFFE_PP0N_
[per-layer routing]
layer	global-route usage	up-vias	routed length, microns
li1	-	4070	-
met4	0.0112	0	159
met5	0	-	0
met2	0.265	136	10600
met3	0.0371	14	1250
met1	0.269	4084	10500
[stage by stage]
| step | utilization | hold slack (ns) | instance area (sq um) | worst slack, ns |
|---|---|---|---|---|
| 4_1_cts | 0.441 | 0.508 | 13000 | 4.02 |
| 3_3_place_gp | 0.436 | 0.479 | 12900 | 4.17 |
| 6_report | 0.441 | 0.503 | 13000 | 4.13 |
| 5_1_grt | 0.441 | 0.545 | 13000 | 3.40 |
| 3_5_place_dp | 0.436 | 0.495 | 12900 | 4.06 |
| 2_1_floorplan | - | 0.468 | 12000 | 5.60 |
[worst reg2reg max path: cells and delay by family, from the launching register on]
kind / cells / cell delay, ns
flops: 1 / 0.68
fa+ha+maj: 1 / 0.43
simple gates: 1 / 0.24
compound gates: 4 / 0.88
