==> design/flow/design.v <==
`timescale 1ns / 1ps
module Goomba(
	input clk, 
	input rstn, 
	input initial_show, 
	input collapsion_impulse, 
	input press_impulse, 
	output reg [5:0] id, 
	output reg oriental,  
	output [10:0] w, 
	output [10:0] h, 
	output reg live
   );
	parameter press_duration = 50000000;
	reg pre_collapsion;
	reg pre_press;
	reg [26:0] press_ticks;  
	reg showing;
	always@(posedge clk) begin
		if (~rstn) begin
			if (id == 12) begin
				press_ticks = press_ticks + 1'b1;
			end
			if (press_ticks >= press_duration) begin
				showing = 0;
			end
			if (pre_collapsion != collapsion_impulse) begin
				oriental = ~oriental;
				pre_collapsion = collapsion_impulse;
			end
			if (pre_press != press_impulse) begin
				live = 0;
				press_ticks = 0;
				pre_press = press_impulse;
			end
		end else begin
			press_ticks = 0;
			showing = initial_show;
			live = initial_show;
			oriental = 1;
			pre_collapsion = collapsion_impulse;
			pre_press = press_impulse;
		end
	end
	always@* begin
		if (~showing)
			id <= 63;
		else if (live)
			id <= 10;
		else
			id <= 12;
	end
	Object object(
		.id(id), 
		.h(h), 
		.w(w)
	);
endmodule
`timescale 1ns / 1ps
module Object(
	input [5:0] id,  
	output reg [10:0] h, 
	output reg [10:0] w, 
	output reg [18:0] addr
);
	always@(*) begin
		case(id)
			0: begin
				h <= 40;
				w <= 40;
				addr <= 0;
			end
			1: begin
				h <= 40;
				w <= 40;
				addr <= 1600;
			end
			2: begin
				h <= 43;
				w <= 134;
				addr <= 3200;
			end
			3: begin
				h <= 92;
				w <= 158;
				addr <= 8962;
			end
			4: begin
				h <= 40;
				w <= 40;
				addr <= 23498;
			end
			5: begin
				h <= 40;
				w <= 40;
				addr <= 25098;
			end
			6: begin
				h <= 40;
				w <= 40;
				addr <= 26698;
			end
			7: begin
				h <= 40;
				w <= 40;
				addr <= 28298;
			end
			8: begin
				h <= 40;
				w <= 40;
				addr <= 29898;
			end
			9: begin
				h <= 80;
				w <= 80;
				addr <= 31498;
			end
			10: begin
				h <= 40;
				w <= 40;
				addr <= 37898;
			end
			11: begin
				h <= 40;
				w <= 40;
				addr <= 39498;
			end
			12: begin
				h <= 40;
				w <= 40;
				addr <= 41098;
			end
			13: begin
				h <= 40;
				w <= 40;
				addr <= 42698;
			end
			14: begin
				h <= 39;
				w <= 40;
				addr <= 44298;
			end
			15: begin
				h <= 77;
				w <= 42;
				addr <= 45858;
			end
			16: begin
				h <= 77;
				w <= 42;
				addr <= 49092;
			end
			17: begin
				h <= 78;
				w <= 45;
				addr <= 52326;
			end
			18: begin
				h <= 77;
				w <= 44;
				addr <= 55836;
			end
			19: begin
				h <= 73;
				w <= 44;
				addr <= 59224;
			end
			20: begin
				h <= 74;
				w <= 44;
				addr <= 62436;
			end
			21: begin
				h <= 33;
				w <= 42;
				addr <= 65692;
			end
			22: begin
				h <= 32;
				w <= 42;
				addr <= 67078;
			end
			23: begin
				h <= 33;
				w <= 42;
				addr <= 68422;
			end
			24: begin
				h <= 33;
				w <= 39;
				addr <= 69808;
			end
			25: begin
				h <= 360;
				w <= 479;
				addr <= 71095;
			end
			26: begin
				h <= 42;
				w <= 40;
				addr <= 243535;
			end
			27: begin
				h <= 42;
				w <= 40;
				addr <= 245215;
			end
			28: begin
				h <= 42;
				w <= 39;
				addr <= 246895;
			end
			29: begin
				h <= 42;
				w <= 39;
				addr <= 248533;
			end
			30: begin
				h <= 42;
				w <= 40;
				addr <= 250171;
			end
			31: begin
				h <= 42;
				w <= 40;
				addr <= 251851;
			end
			32: begin
				h <= 54;
				w <= 39;
				addr <= 253531;
			end
			33: begin
				h <= 55;
				w <= 41;
				addr <= 255637;
			end
			34: begin
				h <= 54;
				w <= 39;
				addr <= 257892;
			end
			35: begin
				h <= 55;
				w <= 41;
				addr <= 259998;
			end
			default: begin
				h <= 1;
				w <= 1;
				addr <= 0;
			end
		endcase
	end
endmodule
==> design/flow/run.sh <==
#!/bin/bash
# OpenROAD 26Q1-2900-gdf79404cd8, Yosys 0.63+post, stock flow scripts
make -C /OpenROAD-flow-scripts/flow DESIGN_CONFIG=/design/flow/config.mk WORK_HOME=/design/flow/orfs finish
==> design/flow/config.mk <==
export PLATFORM = sky130hd
export DESIGN_NAME = Goomba
export DESIGN_NICKNAME = Goomba
export VERILOG_FILES = /design/flow/design.v
export SDC_FILE = /design/flow/constraint.sdc
export NUM_CORES = 4
export LEC_CHECK = 1
export CORE_UTILIZATION = 30
==> design/flow/constraint.sdc <==
current_design Goomba

set clk_period 3.7
set clk_io_pct 0.2

create_clock -name clk0 -period $clk_period [get_ports {clk}]

set non_clock_inputs [all_inputs -no_clocks]
set_input_delay [expr $clk_period * $clk_io_pct] -clock clk0 $non_clock_inputs
set_output_delay [expr $clk_period * $clk_io_pct] -clock clk0 [all_outputs]
==> results.cfg <==
; synthesis and place-and-route metrics
[timing]
max_slew.worst_pin.slew_ns = 0.858
setup_tns_ns = 0
fin_crit_ns = 2.78
maxSlewHeadroom = 0.423
period_used_share = 0.751
max_freq_ghz = 0.360
setup_viol_count_final = 0
worst_slack_ns = 0.922
skew_ns = 0.00596
slew_violations = 0
rsz0062_at_grt = false
hold_viol = 0

[route]
vias = 1555
dr.first_iter.drc_count = 104
drt-total-wl_um = 3760
drc_errors = 0
ant_nets = 0
antenna_cells = 0
wl_per_cell_um = 11.8
via_per_inst = 4.91
drt-pass1-iter-count = 4

[pwr]
clock_power_share = 0.376
power.switching_uw = 147
swShare = 0.221
power_leakage_uw = 0.000685
seq_power_share = 0.550
max-vdd-ir-drop_uv = 165
power_per_cell_area_nw_per_um2 = 309
internal-power_uw = 518
fin_total_pwr_uw = 665
p_comb_frac = 0.074

[clock_tree]
cts_setup_buffers = 0
clock-sinks = 32
root_buffer = clkbuf_8
h-tree-depth = 2
holdBufCountCts = 0
clkLatencyLatePin_ns = 0.28
cts_tree = built
cts_buffers = 5
ctsLongestPathBuffers = 2
clk_pin_slew_ns = 0.07
cts_resized = 0

[die]
fp_util = 0.311
core.rowCount = 29
core_um2 = 6350
die_area_um2 = 6900
io_pins = 35
fp.dieW_um = 83.1
die_y_um = 83.1

[setup_path]
critical_path_class = reg -> reg
reg2reg_slack_ns = 0.92
end_kind = flop
ff2ff_path_depth = 6
cp_data_arrival_time_ns = 2.75
crit_required_ns = 3.68
r2r-start = showing
startpoint_type = flop
crit_fanout = 13
r2r_end = showing

[worst_hold_path]
worstHoldPathType = reg -> reg
hold_depth = 2
min_from = oriental
worstHoldEndpoint = oriental

[global_route]
grt_pass1_wl_um = 6560
grt_pass1_vias = 1384
antenna_found_initial = 0
grt-ovfl-total = 0
grt_max_degree = 17
grt_use_total = 0.115

[synth]
ys_area_um2 = 1970
top_cell_area_share = 0.284
ys_cells = 236
synthTopCellsByArea = dfxtp_1 (28%), buf_4 (8.8%), xnor2_1 (8.0%), nor2_1 (6.3%), edfxtp_1 (6.1%)
yosys_warnings = 2
ys_types = 54
edf_count = 4
yosysTopAreaCell = dfxtp_1
yosysSeqAreaShare = 0.345
most_common_cell = nor2_1
syn_inst = 236
synthTopCellsByCount = nor2_1 (33), dfxtp_1 (28), buf_4 (23), xnor2_1 (18), nand2_1 (13)
numSynthFlops = 32
synth_async_sr_flop_share = 0
synth-main-ff-cell = dfxtp_1
avgSynthCellArea_um2 = 8.36
syn-cell-area_um2 = 1970

[place]
hpwl_um = 2740
globalplace.congestion = 0.860
dpl_worst_slack_ns = 0.925
port_buffers = 17

[cells_and_area]
nFillCells = 635
comb_area_um2 = 1070
flop_area_um2 = 681
layout-drive-gt1-share = 0.0625
area_delta_synth_final_pct = 9.01

[outcome]
run_status = finished clean

[job]
tool_warnings = 25
cap_violations = 0
registers in the layout, summed over array words and instances, names as in the netlist:
register        count
oriental            1
press_ticks        27
live                1
pre_collapsion      1
showing             1
pre_press           1
layout make-up:
cell class	count	share of cell area
clock inverter	3	0.00640
sequential	32	0.317
timing repair buffer	18	0.0827
inverter	10	0.0175
tap	77	0.0448
multi-input combinational	172	0.500
clock buffer	5	0.0320
critical path: stages (launching register included):
cell and delay, ns:
edfxtp_1 0.50, and4b_1 0.37, nand2_1 0.34, or4_1 0.66, a22oi_1 0.21, o2111ai_1 0.14, o311ai_2 0.24
per-stage QoR:
stage | hold WS [ns] | area (um^2) | instances | utilization
final | 0.500 | 2150 | 317 | 0.339
after global routing | 0.537 | 2150 | 317 | 0.339
after CTS | 0.507 | 2150 | 317 | 0.339
after detailed placement | 0.486 | 2070 | 309 | 0.326
after global placement | 0.484 | 2070 | 309 | 0.326
after floorplan | 0.442 | 2030 | 251 | -
cell usage in the layout (no fill, tap or decap), drive strengths merged, types with 5 or more instances in the layout:
cell           Yosys  final
nand3              8      8
dfxtp             28     28
xnor2             18     18
clkbuf            10      5
nor3               6      6
nand2             13     13
xor2              10     10
inv               10     10
clkdlybuf4s50      0     17
nor2              33     33
nand4              8      8
conb               2     17
power groups by stage:
stage	Sequential (uW)	Clock, uW	Combinational [uW]
finish	365	250	49.5
CTS	365	260	51.3
global route	367	279	56.3
metal layers:
layer | up-vias | share of wire | global-route usage
li1 | 787 | - | -
met1 | 715 | 0.49 | 0.172
met2 | 49 | 0.45 | 0.180
met3 | 4 | 0.057 | 0.0242
met4 | 0 | 0.0064 | 0.0125
met5 | - | 0 | 0
logic make-up after synthesis:
| logic type | count (synthesis) | synth area share |
|---|---|---|
| compound gates | 26 | 0.110 |
| xor+xnor | 28 | 0.124 |
| fa+ha+maj | 1 | 0.00634 |
| buf+inv | 47 | 0.138 |
| flops | 32 | 0.345 |
| mux | 2 | 0.0102 |
| other cells | 2 | 0.00381 |
| simple gates | 98 | 0.261 |
how the worst max path moves through the flow:
stage,start,slack [ns],to
after CTS,showing,0.93,showing
after global routing,showing,0.64,showing
final,showing,0.92,showing
No activity file was given, so power comes from the tool's default toggle rates.
